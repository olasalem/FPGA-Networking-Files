### ./design.v
`timescale 1ns / 1ps
module spi #(parameter CLK_DIV = 2)(
        input clk,
        input rst,
        input miso,
        output mosi,
        output sck,
        input start,
        input[7:0] data_in,
        output[7:0] data_out,
        output busy,
        output new_data
    );
    localparam STATE_SIZE = 2;
    localparam IDLE = 2'd0,
            WAIT_HALF = 2'd1,
            TRANSFER = 2'd2;
    reg [STATE_SIZE-1:0] state_d, state_q;
    reg [7:0] data_d, data_q;
    reg [CLK_DIV-1:0] sck_d, sck_q;
    reg mosi_d, mosi_q;
    reg [2:0] ctr_d, ctr_q;
    reg new_data_d, new_data_q;
    reg [7:0] data_out_d, data_out_q;
    assign mosi = mosi_q;
    assign sck = (~sck_q[CLK_DIV-1]) & (state_q == TRANSFER);
    assign busy = state_q != IDLE;
    assign data_out = data_out_q;
    assign new_data = new_data_q;
    always @(*) begin
        sck_d = sck_q;
        data_d = data_q;
        mosi_d = mosi_q;
        ctr_d = ctr_q;
        new_data_d = 1'b0;
        data_out_d = data_out_q;
        state_d = state_q;
        case (state_q)
            IDLE: begin
                sck_d = 4'b0;
                ctr_d = 3'b0;
                if (start == 1'b1) begin
                    data_d = data_in;
                    state_d = WAIT_HALF;
                end
            end
            WAIT_HALF: begin
                sck_d = sck_q + 1'b1;
                if (sck_q == {CLK_DIV-1{1'b1}}) begin
                    sck_d = 1'b0;
                    state_d = TRANSFER;
                end
            end
            TRANSFER: begin
                sck_d = sck_q + 1'b1;
                if (sck_q == 4'b0000) begin
                    mosi_d = data_q[7];
                end else if (sck_q == {CLK_DIV-1{1'b1}}) begin
                    data_d = {data_q[6:0], miso};
                end else if (sck_q == {CLK_DIV{1'b1}}) begin
                    ctr_d = ctr_q + 1'b1;
                    if (ctr_q == 3'b111) begin
                        state_d = IDLE;
                        data_out_d = data_q;
                        new_data_d = 1'b1;
                    end
                end
            end
        endcase
    end
    always @(posedge clk) begin
        if (rst) begin
            ctr_q <= 3'b0;
            data_q <= 8'b0;
            sck_q <= 4'b0;
            mosi_q <= 1'b0;
            state_q <= IDLE;
            data_out_q <= 8'b0;
            new_data_q <= 1'b0;
        end else begin
            ctr_q <= ctr_d;
            data_q <= data_d;
            sck_q <= sck_d;
            mosi_q <= mosi_d;
            state_q <= state_d;
            data_out_q <= data_out_d;
            new_data_q <= new_data_d;
        end
    end
endmodule
### ./run.sh
#!/bin/bash
# OpenROAD 26Q1-2900-gdf79404cd8, Yosys 0.63+post, stock flow scripts
make -C /OpenROAD-flow-scripts/flow DESIGN_CONFIG=/design/flow/config.mk WORK_HOME=/design/flow/orfs finish
### ./config.mk
export PLATFORM = sky130hd
export DESIGN_NAME = spi
export DESIGN_NICKNAME = spi
export VERILOG_FILES = /design/flow/design.v
export SDC_FILE = /design/flow/constraint.sdc
export NUM_CORES = 4
export LEC_CHECK = 1
export CORE_AREA = 10 10 97 97
export DIE_AREA = 0 0 107 107
### ./constraint.sdc
current_design spi

set clk_period 3.0
set clk_io_pct 0.2

create_clock -name clk0 -period $clk_period [get_ports {clk}]

set non_clock_inputs [all_inputs -no_clocks]
set_input_delay [expr $clk_period * $clk_io_pct] -clock clk0 $non_clock_inputs
set_output_delay [expr $clk_period * $clk_io_pct] -clock clk0 [all_outputs]
==> impl_metrics.py <==
# Flow results
metrics = {
    "clock_network": {
        "cts_bufs_inserted": 3,
        "post_cts.repair.setup_buffers": 0,
        "cts_resized": 0,
        "ctsLongestPathBuffers": 2,
        "clock_sink_count": 25,
        "clkLatencyLatePin_ns": 0.27,
        "clk_root_buffer_cell": "clkbuf_8",
        "cts_htree_levels": 1,
        "cts_tree": "yes",
        "hold_buffers": 0,
        "cts.clk_slew.worst_paths_ns": 0.09,
    },
    "detailed_routing": {
        "met1_length_um": 1610,
        "wl_per_cell_um": 11.9,
        "top_signal_layer_used": "met4",
        "drc_errors": 0,
        "metal2_wl_um": 1390,
        "ant_nets": 0,
        "drt_first_iter_violations": 84,
        "antenna_cells_inserted": 0,
        "first_pass_iters": 4,
        "route.met3.wl_um": 183,
        "drt_wl_total_um": 3220,
        "vias": 1108,
        "avgViaCountPerCell": 4.09,
    },
    "synthesis": {
        "synth_flop_count": 25,
        "largest_area_cell": "dfxtp_1",
        "async_set_reset_flop_share_out_of_synthesis_pct": 0,
        "synth_top_cell_by_count": "dfxtp_1",
        "syn_area_per_cell_um2": 9.29,
        "synth.yosys.warnings": 1,
        "ys_types": 33,
        "ys_chip_area_um2": 1420,
        "netlist_area_um2": 1420,
        "top_area_share_pct": 35.2,
        "number_of_synthesized_flops_with_an_enable_pin": 0,
        "synth_stat.cells": 153,
        "top_cells_by_count": "25 x dfxtp_1, 12 x ha_1, 11 x a21oi_1, 9 x nor3_1",
        "yosys-top-cells-area": "dfxtp_1 35%, ha_1 11%, mux2_2 5.5%",
        "postSynth.topFlopCell": "dfxtp_1",
        "postSynthCellCount": 153,
        "synth_seq_share_pct": 35.2,
    },
    "sta": {
        "layout_min_cycle_time_ns": 2.20,
        "timing.hold.ws_ns": 0.472,
        "worstMarginPinSlew_ns": 0.692,
        "fin_worst_skew_ns": 0.00491,
        "finalHoldViolations": 0,
        "slew_hr_pct": 52.5,
        "rsz0062_at_grt": "false",
        "finalClockPeriodUsage_pct": 73.2,
        "post_route_setup_tns_ns": 0,
        "max_clock_freq_ghz": 0.455,
        "slew_violations": 0,
        "report.final.setup_viol": 0,
    },
    "placement": {
        "gp_congestion": 0.771,
        "place.detailed.hpwl_um": 2450,
        "numPortBuffers": 23,
    },
    "floorplanning": {
        "floorplan.rows": 31,
        "chipHeight_um": 107,
        "core_um2": 7290,
        "fp.dieW_um": 107,
        "ios": 24,
        "core_util_floorplan_pct": 19.5,
        "design.die.area_um2": 11400,
    },
    "power": {
        "post-layout-total-power_uw": 1190,
        "vdd.ir_drop.worst_uv": 187,
        "total_switching_power_uw": 441,
        "seqPwrFrac_pct": 39.1,
        "p_clk_share_pct": 16.7,
        "internal-power_uw": 747,
        "power-per-cell-area_nw_per_um2": 664,
        "comb_power_share_pct": 44.2,
        "pleak_uw": 0.000665,
        "power.switching_fraction_pct": 37.1,
    },
    "finish": {
        "n_fill_cell": 817,
        "layout-drive-gt1-share_pct": 10.5,
        "area.growth.synth_to_final_pct": 25.9,
        "fin_util_pct": 24.5,
        "seq_area_um2": 500,
        "logic_area_um2": 852,
    },
    "setup_path": {
        "timing.critical_path.cells": "inv_1 -> ha_1 -> inv_1 -> clkdlybuf4s50_1",
        "worst-endpoint-arrival_ns": 1.60,
        "critical_path.endpoint_type": "output port",
        "critical_path.top_delay_family": "buffers and inverters",
        "critPathBufInv": 3,
        "critical-path-top-cell-by-count": "inv_1",
        "worst_path_max_delay_cell": "clkdlybuf4s50_1",
        "worst_path_largest_cell_delay_ns": 0.46,
        "setup.worst_path.class": "register to output port",
        "critical_path_launch_point_type": "register",
        "required_ns": 2.40,
        "crit_path_max_fanout": 6,
    },
    "grt": {
        "grt_overflow_total": 0,
        "maximum_number_of_pins_on_one_net_before_global_route_repair": 19,
        "grt_use_total_pct": 5.59,
        "grt_pass1_wl_um": 5460,
        "number_of_global_route_vias_before_repair": 1114,
        "number_of_antenna_violations_at_the_first_check_in_global_routing": 0,
    },
    "status": {
        "outcome": "complete, no violations",
    },
    "flow_run": {
        "drv.max_cap_violation_count": 0,
        "stage_log_warnings": 33,
    },
    "worst_hold_path": {
        "hp-class": "register to register",
    },
}
## power by group through the flow
stage / combinational, µW / clock, µW / sequential (µW)
CTS: 527 / 208 / 463
global route: 596 / 225 / 476
finish: 525 / 198 / 465
## cells by family after synthesis
| kind of cell | count (synthesis) | share of synthesized area [%] |
|---|---|---|
| adders and majority gates | 12 | 10.6 |
| and+or+nand+nor | 54 | 23.2 |
| buffers and inverters | 15 | 4.84 |
| muxes | 15 | 11.7 |
| DFF | 25 | 35.2 |
| AOI/OAI and AO/OA | 32 | 14.4 |
## layout make-up
type | instances | area share (%)
clock buffers | 3 | 2.31
clock inverters | 1 | 0.420
inverters | 5 | 1.05
multi-input cells | 113 | 47.6
flip-flops and latches | 25 | 28.0
well taps | 99 | 6.92
repair buffers | 25 | 13.7
## worst paths after layout
kind / startpoint / to / slack (ns) / cells past startpoint
setup / recovery: state_q[0] / busy / 0.80 / 4
setup reg to reg: sck_q[0] / state_q[0] / 1.12 / 5
hold / removal: mosi_q / mosi_q / 0.47 / 2
hold reg to reg: mosi_q / mosi_q / 0.47 / 2
## placed cells by master, fill, tap and decap left out, drive strengths merged, types with 2 or more instances in the layout
cell type,count
a21oi,12
a31oi,8
buf,2
clkbuf,3
clkdlybuf4s50,23
dfxtp,25
ha,12
inv,5
mux2,10
mux2i,5
nand2,5
nand2b,7
nand3,8
nand3b,4
nor2,3
nor2b,5
nor3,9
nor4,8
o21ai,8
or3b,2
## registers in the layout, indices dropped and copies added (netlist names)
name	count
data_out_q	8
mosi_q	1
sck_q	2
ctr_q	3
new_data_q	1
data_q	8
state_q	2
## metrics by stage
step                      std cells  instance area [µm²]  setup WS (ns)
after floorplan                 153                 1420           1.25
after global placement          267                 1740          0.975
after detailed placement        267                 1740          0.952
after CTS                       271                 1790          0.770
after global routing            271                 1790          0.663
final                           271                 1790          0.803
## worst register-to-register path: stages (launching register included)
cell and delay [ns]:
dfxtp_1 0.42, inv_1 0.09, ha_1 0.26, nand3b_4 0.25
a2111oi_4 0.44, mux2_4 0.33
## metal layers
layer / track usage, % / vias to the layer above
met4: 0.967 / 0
li1: - / 592
met5: 0 / -
met1: 7.93 / 497
met2: 8.52 / 17
met3: 1.39 / 2
Power is estimated from default activity; no workload was simulated.
